$ cat flow/run.sh
#!/bin/bash
# OpenROAD 26Q1-2900-gdf79404cd8, Yosys 0.63+post, stock flow scripts
make -C /OpenROAD-flow-scripts/flow DESIGN_CONFIG=/design/flow/config.mk WORK_HOME=/design/flow/orfs finish
$ cat flow/constraint.sdc
current_design Memory_map

set clk_period 7.2
set clk_io_pct 0.2

create_clock -name clk0 -period $clk_period

set non_clock_inputs [all_inputs -no_clocks]
set_input_delay [expr $clk_period * $clk_io_pct] -clock clk0 $non_clock_inputs
set_output_delay [expr $clk_period * $clk_io_pct] -clock clk0 [all_outputs]
$ cat flow/design.v
`timescale 1ns / 1ps
module Mux_4to1 #(parameter InLength=32)(
	input [InLength-1:0]A, B, C, D,
	input [1:0]Sel,
	output reg[InLength-1:0]s
);
always @*
begin
	case (Sel)
		2'b00:s=A;
		2'b01:s=B;
		2'b10:s=C;
		2'b11:s=D;
	endcase
end
endmodule	
module Memory_map
#(parameter DATA_WIDTH = 32, parameter ADDR_WIDTH = 32)(
	input WrtEn,
	input [(DATA_WIDTH-1):0] ram_out, GPIOData, rom_data_out, flag_from, data_from,
	input [(ADDR_WIDTH-1):0] ADDRIn,
	output RAM_En,
	output GPIO_En, uart_flag_en, uart_data_en, uart_rx_flag_rst,
	output reg [(ADDR_WIDTH-1):0] ADDROut,
	output [(DATA_WIDTH-1):0] data_o_map
);
reg [1:0]Sel;
reg  RAMen, GPIOen, ROMen, uar, uart_tx_ini, uart_tx_data, uart_rx_flag;
assign RAM_En = RAMen & WrtEn;
assign GPIO_En = GPIOen & WrtEn;
assign uart_flag_en = uart_tx_ini & WrtEn;
assign uart_data_en = uart_tx_data & WrtEn;
assign uart_rx_flag_rst = uart_rx_flag & WrtEn;
always @ *
begin
	if(ADDRIn <= 32'h10010020 && ADDRIn >= 32'h10010000) begin  
		RAMen = 1;
		GPIOen = 0;
		uart_tx_ini = 0;
		uart_tx_data = 0;
		uart_rx_flag = 0;
		ADDROut = ADDRIn - 32'h10010000;
		Sel = 2'b00;
	end
		else if(ADDRIn == 32'h1001002c) begin
		RAMen = 0;
		GPIOen = 0;
		uart_tx_ini = 0;
		uart_tx_data = 0;
		uart_rx_flag = 1;
		ADDROut = ADDRIn - 32'h1001002c;
		Sel = 2'b01;
	end
		else if(ADDRIn == 32'h10010030) begin
		RAMen = 0;
		GPIOen = 0;
		uart_tx_ini = 0;
		uart_tx_data = 0;
		uart_rx_flag = 0;
		ADDROut = ADDRIn - 32'h10010030;
		Sel = 2'b11;
	end
		else if(ADDRIn == 32'h10010034) begin
		RAMen = 0;
		GPIOen = 0;
		uart_tx_ini = 1;
		uart_tx_data = 0;
		uart_rx_flag = 0;
		ADDROut = ADDRIn - 32'h10010034;
	end
		else if(ADDRIn == 32'h10010038) begin
		RAMen = 0;
		GPIOen = 0;
		uart_tx_ini = 0;
		uart_tx_data = 1;
		uart_rx_flag = 0;
		ADDROut = ADDRIn - 32'h10010038;
	end
	else if(ADDRIn <= 32'h10010028 && ADDRIn >= 32'h10010024 ) begin
		RAMen = 0;
		GPIOen = 1;
		uart_tx_ini = 0;
		uart_tx_data = 0;
		uart_rx_flag = 0;
		ADDROut = ADDRIn - 32'h10010024;
	end
	else if(ADDRIn >= 32'h00400000) begin   
		RAMen = 0;
		GPIOen = 0;
		uart_tx_ini = 0;
		uart_tx_data = 0;
		uart_rx_flag = 0;
		ADDROut = ADDRIn - 32'h00400000;
		Sel = 2'b10;
	end
	else if(ADDRIn <= 32'h00000100 && ADDRIn >= 32'h00000080) begin   
		RAMen = 1;
		GPIOen = 0;
		uart_tx_ini = 0;
		uart_tx_data = 0;
		ADDROut = ADDRIn;
		Sel = 2'b00;
	end
	else begin
		RAMen = 1;
		GPIOen = 0;
		uart_tx_ini = 0;
		uart_tx_data = 0;
		uart_rx_flag = 0;
		ADDROut = 32'h0;
		Sel = 2'b00;
	end
end
Mux_4to1 #(.InLength(32))map_mem_data(
.A(ram_out), 
.B(flag_from),
.C(rom_data_out),
.D(data_from),
.Sel(Sel),
.s(data_o_map)
);
endmodule
$ cat flow/config.mk
export PLATFORM = sky130hd
export DESIGN_NAME = Memory_map
export DESIGN_NICKNAME = Memory_map
export VERILOG_FILES = /design/flow/design.v
export SDC_FILE = /design/flow/constraint.sdc
export NUM_CORES = 4
export LEC_CHECK = 1
export CORE_AREA = 10 10 109 109
export DIE_AREA = 0 0 119 119
==> deck_impl_summary.md <==
Physical Implementation Snapshot

Synthesis
  – Post-Synthesis Cells: roughly 540
  – Number of enable flip-flop cells: 0
  – Average cell area after synthesis: between 7 and 8 µm²
  – Yosys chip area: 0.00380 mm²
  – Post-synth regs: 3
  – Mapped Area: 0.00380 mm²
  – Synth Warn #: 2
  – Post-synth ARST share: 0%
  – Yosys cell count: 536
  – Commonest flop: dlxtn_1
  – Cell variety after synth: between 70 and 80

Worst hold path
  – Hold Crit Class: input port to output pin
  – Hold Crit Depth: 3
  – Hold EP: ADDROut[1]
  – Worst Min Path Start: ADDRIn[1]

Route
  – DRC: 0
  – Detailed Routing Iterations Pass 1: 5
  – Routed Antenna Nets: 0
  – Post-Route WL: approximately 23,000 µm
  – Wire per inst: about 26 µm
  – Number of DRC markers in iteration 0: around 460
  – DR vias/cell: about 6.3
  – DR vias: between 5,000 and 6,000

Power
  – Power density over the cells: about 42 mW/mm²
  – Leakage: approximately 2.4 nW
  – VDD IR max: 0.0270 mV

Critical path
  – Setup CP Type: input port to output pin
  – CP max-delay cell: clkdlybuf4s50_1
  – Slowest stage delay, CP: approximately 0.58 ns
  – Worst setup EP type: output pin
  – Crit path DRT: between 5 and 6 ns
  – Critical path launch point type: input port
  – CP Max Fanout: 24
  – Critical-path cell list: clkdlybuf4s50_1 > inv_1 > ha_1 > and2b_1 > nand2_2 > or3_1 > o21ai_0 > a22oi_2 > buf_12 > nor3_1 > nand2_1 > nor3_1 > clkdlybuf4s50_1
  – Arr. time, crit path: approximately 5.4 ns

Timing
  – Final tally of hold violations: 0
  – Worst-Margin Slew: between 0.6 and 0.7 ns
  – Final min period: between 6 and 7 ns
  – Unrepaired setup endpoints after global routing: false
  – Final tally of setup violations: 0
  – Count of unclocked register or latch pins: 3
  – Worst rel slew slack: between 50% and 60%
  – PnR worst setup slack: 0.401 ns
  – Fin Setup TNS: 0 ns
  – Endpoints left unconstrained: 3
  – Period utilization: between 90 and 100%
  – Fmax: between 100 and 150 MHz
  – Final slew viol count: 0

Layout
  – Final instance area: 0.00646 mm²
  – Post-route insts no fill: around 910
  – Most instantiated logic cells after routing: clkdlybuf4s50_1 (230), nor2_1 (71), nand2_1 (59)
  – Core Util, Final: around 67%
  – Area grow syn2layout: 70.0%
  – Fraction of layout cells with a size suffix above 1: between 10% and 20%
  – Most numerous logic cell after layout: clkdlybuf4s50_1

Floorplanning
  – Area of the core: 0.00964 mm²
  – Die Span Y: roughly 120 µm
  – Top-level port count: 262
  – FP Rows: 36
  – Die width: between 100 and 150 µm
  – Floorplan Utilization: about two fifths
  – Die Area: around 0.014 mm²

Global routing
  – Vias in the first global route: 5,383
  – GRT busiest layer: met2
  – Grt total ovfl: 0
  – First-pass GRT wire length: ~35,000 µm
  – Largest net degree at the start of global routing: 33
  – Antenna violations before repair: 2
  – GR Util met3: 7.53%
  – GRT Util Overall: between 30% and 40%
  – Met1 usage: about two fifths
  – Met2 Usage GRT: around half

Clocking
  – # hold bufs at CTS: 0
  – Resized Gates After CTS: 0
  – Post-CTS setup buffers: 0

Place
  – Instance area after placement: around 0.0065 mm²
  – RD Place Congestion: between 1 and 1.5
  – Pre-CTS WS: around 0.57 ns
  – Post-Place Cells: ~900
  – Post-DP HPWL: 20,100 µm
  – IO buf count: 230

Job
  – Maxcap violations: 0
  – Tool warnings: 76

Status
  – Outcome: completed
==> area by class of cell <==
class / instances / area [µm²]
Sequential cell: 3 / 46.3
Tap cell: 133 / 166
Antenna cell: 2 / 5.00
Timing Repair Buffer: 275 / 2650
Inverter: 12 / 45.0
Multi-Input combinational cell: 487 / 3550
Fill cell: 821 / 3180
==> synthesized netlist by cell type, drive strengths merged, types with 4 or more instances <==
cell / number / area, µm²
nand3: 26 / 135
a31oi: 14 / 87.6
nor4: 16 / 218
inv: 12 / 45.0
nor3b: 4 / 30.0
o311ai: 7 / 76.3
buf: 15 / 93.8
xor2: 6 / 52.6
nand4: 7 / 50.1
or3: 9 / 56.3
xnor2: 12 / 105
a21oi: 49 / 245
nand2: 61 / 234
o21ai: 36 / 191
and3: 10 / 62.6
clkbuf: 19 / 71.3
o31ai: 7 / 52.6
mux4: 32 / 721
a21o: 4 / 30.0
or4: 5 / 37.5
o211ai: 9 / 67.6
ha: 16 / 200
and2: 8 / 50.1
nor2: 72 / 273
nor3: 28 / 156
o21a: 4 / 31.3
==> routing by layer <==
layer	vias to the layer above	wire, µm
li1	2569	-
met1	2674	9160
met2	436	11000
met3	57	2300
met4	0	997
met5	-	0
==> power breakdown <==
part	switching, mW	internal, mW	total, mW
clock network	0	0.0000000373	0.0000000373
logic	0.104	0.164	0.268
registers	0.00000171	0.000231	0.000233
total	0.104	0.164	0.268
==> worst max path at each step <==
stage	from	to	slack, ns	cells past startpoint
6_report	ADDRIn[23]	GPIO_En	0.40	13
4_1_cts	ADDRIn[23]	ADDROut[23]	0.56	15
5_1_grt	ADDRIn[23]	GPIO_En	0.20	13
==> stage by stage <==
| stage | power [mW] | hold slack, ns |
|---|---|---|
| finish | 0.268 | 3.83 |
| global route | 0.285 | 3.87 |
| CTS | 0.266 | 3.84 |
| detailed placement | 0.264 | 3.83 |
| global placement | 0.259 | 3.83 |
| floorplan | 0.0820 | 2.94 |
==> critical path: cells and delay by family <==
family	cells	cell delay [ns]
and+or+nand+nor	6	1.88
buffers and inverters	4	1.33
AOI/OAI and AO/OA	2	0.40
adders and majority gates	1	0.29
==> flip-flops by register name (all words and copies together) (netlist names) <==
signal	flops
Sel	2
uart_rx_flag	1
==> kinds of logic (layout without fill, tap and decap cells) <==
kind of cell    after synthesis  after routing  share of synthesized area, %
latches                       3              3                          1.18
fa+ha+maj                    16             16                          5.26
simple gates                260            260                          37.1
xor+xnor                     18             18                          4.15
other cells                   0              2                             0
buf+inv                      46            287                          5.53
mux                          33             33                          19.2
compound gates              160            160                          27.6
No activity file was given, so power comes from the tool's default toggle rates.
