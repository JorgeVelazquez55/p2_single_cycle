### ./design.v
module MUX32input (
  input [4:0]sel,
  input [31:0] Q0,
  input [31:0] Q1,
  input [31:0] Q2,
  input [31:0] Q3,
  input [31:0] Q4,
  input [31:0] Q5,
  input [31:0] Q6,
  input [31:0] Q7,
  input [31:0] Q8,
  input [31:0] Q9,
  input [31:0] Q10,
  input [31:0] Q11,
  input [31:0] Q12,
  input [31:0] Q13,
  input [31:0] Q14,
  input [31:0] Q15,
  input [31:0] Q16,
  input [31:0] Q17,
  input [31:0] Q18,
  input [31:0] Q19,
  input [31:0] Q20,
  input [31:0] Q21,
  input [31:0] Q22,
  input [31:0] Q23,
  input [31:0] Q24,
  input [31:0] Q25,
  input [31:0] Q26,
  input [31:0] Q27,
  input [31:0] Q28,
  input [31:0] Q29,
  input [31:0] Q30,
  input [31:0] Q31,
  output [31:0] data
);
reg [31:0] Dout;
assign data = Dout;
always @ * begin
  case (sel)
    5'd0: Dout = Q0;
    5'd1: Dout = Q1;
    5'd2: Dout = Q2;
    5'd3: Dout = Q3;
    5'd4: Dout = Q4;
    5'd5: Dout = Q5;
    5'd6: Dout = Q6;
    5'd7: Dout = Q7;
    5'd8: Dout = Q8;
    5'd9: Dout = Q9;
    5'd10: Dout = Q10;
    5'd11: Dout = Q11;
    5'd12: Dout = Q12;
    5'd13: Dout = Q13;
    5'd14: Dout = Q14;
    5'd15: Dout = Q15;
    5'd16: Dout = Q16;
    5'd17: Dout = Q17;
    5'd18: Dout = Q18;
    5'd19: Dout = Q19;
    5'd20: Dout = Q20;
    5'd21: Dout = Q21;
    5'd22: Dout = Q22;
    5'd23: Dout = Q23;
    5'd24: Dout = Q24;
    5'd25: Dout = Q25;
    5'd26: Dout = Q26;
    5'd27: Dout = Q27;
    5'd28: Dout = Q28;
    5'd29: Dout = Q29;
    5'd30: Dout = Q30;
    5'd31: Dout = Q31;
	 default: Dout = Dout;
  endcase
end
endmodule  
module Register #(parameter DATA_WIDTH=32)(
  input [(DATA_WIDTH-1):0] D,
  input [(DATA_WIDTH-1):0] dafault_D,
  input rst,
  input en,
  input clk,
  output reg [(DATA_WIDTH-1):0]Q
);
always @ (posedge clk, posedge rst)
begin
  if(rst==1)begin
    Q<=dafault_D;
  end
  else if (en == 1) begin
    Q<=D;
  end
  else 
	 Q<=Q;
end
endmodule
module RegisterFile #(parameter DATA_WIDTH=32, parameter ADDR_WIDTH=5)(
  input clk,
  input rst,
  input we3,
  input [(ADDR_WIDTH-1):0] A1,
  input [(ADDR_WIDTH-1):0] A2,
  input [(ADDR_WIDTH-1):0] A3,
  input [(DATA_WIDTH-1):0] wd3,
  output [(DATA_WIDTH-1):0] rd1,
  output [(DATA_WIDTH-1):0] rd2
);
wire [DATA_WIDTH-1:0] Q [2**ADDR_WIDTH-1:0];  
wire en [DATA_WIDTH-1:0];  
WriteControl WC_32_regs (
.sel(A3),
.en(we3),
.out0(en[0]),
.out1(en[1]),
.out2(en[2]),
.out3(en[3]),
.out4(en[4]),
.out5(en[5]),
.out6(en[6]),
.out7(en[7]),
.out8(en[8]),
.out9(en[9]),
.out10(en[10]),
.out11(en[11]),
.out12(en[12]),
.out13(en[13]),
.out14(en[14]),
.out15(en[15]),
.out16(en[16]),
.out17(en[17]),
.out18(en[18]),
.out19(en[19]),
.out20(en[20]),
.out21(en[21]),
.out22(en[22]),
.out23(en[23]),
.out24(en[24]),
.out25(en[25]),
.out26(en[26]),
.out27(en[27]),
.out28(en[28]),
.out29(en[29]),
.out30(en[30]),
.out31(en[31])
);
Registers Regs (
 .D(wd3),
 .clk(clk),
 .rst(rst),
 .en0(1'b0),
 .en1(en[1]),
 .en2(en[2]),
 .en3(en[3]),
 .en4(en[4]),
 .en5(en[5]),
 .en6(en[6]),
 .en7(en[7]),
 .en8(en[8]),
 .en9(en[9]),
 .en10(en[10]),
 .en11(en[11]),
 .en12(en[12]),
 .en13(en[13]),
 .en14(en[14]),
 .en15(en[15]),
 .en16(en[16]),
 .en17(en[17]),
 .en18(en[18]),
 .en19(en[19]),
 .en20(en[20]),
 .en21(en[21]),
 .en22(en[22]),
 .en23(en[23]),
 .en24(en[24]),
 .en25(en[25]),
 .en26(en[26]),
 .en27(en[27]),
 .en28(en[28]),
 .en29(en[29]),
 .en30(en[30]),
 .en31(en[31]),
 .Q0(Q[0]),
 .Q1(Q[1]),
 .Q2(Q[2]),
 .Q3(Q[3]),
 .Q4(Q[4]),
 .Q5(Q[5]),
 .Q6(Q[6]),
 .Q7(Q[7]),
 .Q8(Q[8]),
 .Q9(Q[9]),
 .Q10(Q[10]),
 .Q11(Q[11]),
 .Q12(Q[12]),
 .Q13(Q[13]),
 .Q14(Q[14]),
 .Q15(Q[15]),
 .Q16(Q[16]),
 .Q17(Q[17]),
 .Q18(Q[18]),
 .Q19(Q[19]),
 .Q20(Q[20]),
 .Q21(Q[21]),
 .Q22(Q[22]),
 .Q23(Q[23]),
 .Q24(Q[24]),
 .Q25(Q[25]),
 .Q26(Q[26]),
 .Q27(Q[27]),
 .Q28(Q[28]),
 .Q29(Q[29]),
 .Q30(Q[30]),
 .Q31(Q[31])
);
MUX32input rd1Out(
  .sel(A1),
  .Q0(Q[0]),
  .Q1(Q[1]),
  .Q2(Q[2]),
  .Q3(Q[3]),
  .Q4(Q[4]),
  .Q5(Q[5]),
  .Q6(Q[6]),
  .Q7(Q[7]),
  .Q8(Q[8]),
  .Q9(Q[9]),
  .Q10(Q[10]),
  .Q11(Q[11]),
  .Q12(Q[12]),
  .Q13(Q[13]),
  .Q14(Q[14]),
  .Q15(Q[15]),
  .Q16(Q[16]),
  .Q17(Q[17]),
  .Q18(Q[18]),
  .Q19(Q[19]),
  .Q20(Q[20]),
  .Q21(Q[21]),
  .Q22(Q[22]),
  .Q23(Q[23]),
  .Q24(Q[24]),
  .Q25(Q[25]),
  .Q26(Q[26]),
  .Q27(Q[27]),
  .Q28(Q[28]),
  .Q29(Q[29]),
  .Q30(Q[30]),
  .Q31(Q[31]),
  .data(rd1)
);
MUX32input rd2Out(
  .sel(A2),
  .Q0(Q[0]),
  .Q1(Q[1]),
  .Q2(Q[2]),
  .Q3(Q[3]),
  .Q4(Q[4]),
  .Q5(Q[5]),
  .Q6(Q[6]),
  .Q7(Q[7]),
  .Q8(Q[8]),
  .Q9(Q[9]),
  .Q10(Q[10]),
  .Q11(Q[11]),
  .Q12(Q[12]),
  .Q13(Q[13]),
  .Q14(Q[14]),
  .Q15(Q[15]),
  .Q16(Q[16]),
  .Q17(Q[17]),
  .Q18(Q[18]),
  .Q19(Q[19]),
  .Q20(Q[20]),
  .Q21(Q[21]),
  .Q22(Q[22]),
  .Q23(Q[23]),
  .Q24(Q[24]),
  .Q25(Q[25]),
  .Q26(Q[26]),
  .Q27(Q[27]),
  .Q28(Q[28]),
  .Q29(Q[29]),
  .Q30(Q[30]),
  .Q31(Q[31]),
  .data(rd2)
);
endmodule
module Registers #(parameter DATA_WIDTH=32, parameter ADDR_WIDTH=5)(
 input [(DATA_WIDTH-1):0] D,
 input clk,
 input rst,
 input en0,
 input en1,
 input en2,
 input en3,
 input en4,
 input en5,
 input en6,
 input en7,
 input en8,
 input en9,
 input en10,
 input en11,
 input en12,
 input en13,
 input en14,
 input en15,
 input en16,
 input en17,
 input en18,
 input en19,
 input en20,
 input en21,
 input en22,
 input en23,
 input en24,
 input en25,
 input en26,
 input en27,
 input en28,
 input en29,
 input en30,
 input en31,
 output [(DATA_WIDTH-1):0] Q0,
 output [(DATA_WIDTH-1):0] Q1,
 output [(DATA_WIDTH-1):0] Q2,
 output [(DATA_WIDTH-1):0] Q3,
 output [(DATA_WIDTH-1):0] Q4,
 output [(DATA_WIDTH-1):0] Q5,
 output [(DATA_WIDTH-1):0] Q6,
 output [(DATA_WIDTH-1):0] Q7,
 output [(DATA_WIDTH-1):0] Q8,
 output [(DATA_WIDTH-1):0] Q9,
 output [(DATA_WIDTH-1):0] Q10,
 output [(DATA_WIDTH-1):0] Q11,
 output [(DATA_WIDTH-1):0] Q12,
 output [(DATA_WIDTH-1):0] Q13,
 output [(DATA_WIDTH-1):0] Q14,
 output [(DATA_WIDTH-1):0] Q15,
 output [(DATA_WIDTH-1):0] Q16,
 output [(DATA_WIDTH-1):0] Q17,
 output [(DATA_WIDTH-1):0] Q18,
 output [(DATA_WIDTH-1):0] Q19,
 output [(DATA_WIDTH-1):0] Q20,
 output [(DATA_WIDTH-1):0] Q21,
 output [(DATA_WIDTH-1):0] Q22,
 output [(DATA_WIDTH-1):0] Q23,
 output [(DATA_WIDTH-1):0] Q24,
 output [(DATA_WIDTH-1):0] Q25,
 output [(DATA_WIDTH-1):0] Q26,
 output [(DATA_WIDTH-1):0] Q27,
 output [(DATA_WIDTH-1):0] Q28,
 output [(DATA_WIDTH-1):0] Q29,
 output [(DATA_WIDTH-1):0] Q30,
 output [(DATA_WIDTH-1):0] Q31
);
wire enable [DATA_WIDTH-1:0];
wire [DATA_WIDTH-1:0] Qout [DATA_WIDTH-1:0];
assign enable[0] = en0;
assign enable[1] = en1;
assign enable[2] = en2;
assign enable[3] = en3;
assign enable[4] = en4;
assign enable[5] = en5;
assign enable[6] = en6;
assign enable[7] = en7;
assign enable[8] = en8;
assign enable[9] = en9;
assign enable[10] = en10;
assign enable[11] = en11;
assign enable[12] = en12;
assign enable[13] = en13;
assign enable[14] = en14;
assign enable[15] = en15;
assign enable[16] = en16;
assign enable[17] = en17;
assign enable[18] = en18;
assign enable[19] = en19;
assign enable[20] = en20;
assign enable[21] = en21;
assign enable[22] = en22;
assign enable[23] = en23;
assign enable[24] = en24;
assign enable[25] = en25;
assign enable[26] = en26;
assign enable[27] = en27;
assign enable[28] = en28;
assign enable[29] = en29;
assign enable[30] = en30;
assign enable[31] = en31;
assign Q0 = Qout[0];
assign Q1 = Qout[1];
assign Q2 = Qout[2];
assign Q3 = Qout[3];
assign Q4 = Qout[4];
assign Q5 = Qout[5];
assign Q6 = Qout[6];
assign Q7 = Qout[7];
assign Q8 = Qout[8];
assign Q9 = Qout[9];
assign Q10 = Qout[10];
assign Q11 = Qout[11];
assign Q12 = Qout[12];
assign Q13 = Qout[13];
assign Q14 = Qout[14];
assign Q15 = Qout[15];
assign Q16 = Qout[16];
assign Q17 = Qout[17];
assign Q18 = Qout[18];
assign Q19 = Qout[19];
assign Q20 = Qout[20];
assign Q21 = Qout[21];
assign Q22 = Qout[22];
assign Q23 = Qout[23];
assign Q24 = Qout[24];
assign Q25 = Qout[25];
assign Q26 = Qout[26];
assign Q27 = Qout[27];
assign Q28 = Qout[28];
assign Q29 = Qout[29];
assign Q30 = Qout[30];
assign Q31 = Qout[31];
genvar i;
generate
	for (i=0;i<2;i=i+1) begin: R0_1
		Register R (
			.D(D),
			.dafault_D(32'h0000_0000),
			.rst(rst),
			.en(enable[i]),
			.clk(clk),
			.Q(Qout[i])
		);
	end
	for (i=3;i<32;i=i+1) begin: R3_31
		Register R (
			.D(D),
			.dafault_D(32'h0000_0000),
			.rst(rst),
			.en(enable[i]),
			.clk(clk),
			.Q(Qout[i])
		);
	end
endgenerate
Register SP (
			.D(D),
			.dafault_D(32'h7FFF_EFFC),  
			.rst(rst),
			.en(enable[2]),
			.clk(clk),
			.Q(Qout[2])
		);
endmodule
module WriteControl (
  input [4:0] sel,
  input en,
  output out0,
  output out1,
  output out2,
  output out3,
  output out4,
  output out5,
  output out6,
  output out7,
  output out8,
  output out9,
  output out10,
  output out11,
  output out12,
  output out13,
  output out14,
  output out15,
  output out16,
  output out17,
  output out18,
  output out19,
  output out20,
  output out21,
  output out22,
  output out23,
  output out24,
  output out25,
  output out26,
  output out27,
  output out28,
  output out29,
  output out30,
  output out31
);
assign out0 = ((sel == 5'd0)&&(en ==1'b1))? 1'b1: 1'b0;
assign out1 = ((sel == 5'd1)&&(en ==1'b1))? 1'b1: 1'b0;
assign out2 = ((sel == 5'd2)&&(en ==1'b1))? 1'b1: 1'b0;
assign out3 = ((sel == 5'd3)&&(en ==1'b1))? 1'b1: 1'b0;
assign out4 = ((sel == 5'd4)&&(en ==1'b1))? 1'b1: 1'b0;
assign out5 = ((sel == 5'd5)&&(en ==1'b1))? 1'b1: 1'b0;
assign out6 = ((sel == 5'd6)&&(en ==1'b1))? 1'b1: 1'b0;
assign out7 = ((sel == 5'd7)&&(en ==1'b1))? 1'b1: 1'b0;
assign out8 = ((sel == 5'd8)&&(en ==1'b1))? 1'b1: 1'b0;
assign out9 = ((sel == 5'd9)&&(en ==1'b1))? 1'b1: 1'b0;
assign out10 = ((sel == 5'd10)&&(en==1'b1))? 1'b1: 1'b0;
assign out11 = ((sel == 5'd11)&&(en==1'b1))? 1'b1: 1'b0;
assign out12 = ((sel == 5'd12)&&(en==1'b1))? 1'b1: 1'b0;
assign out13 = ((sel == 5'd13)&&(en==1'b1))? 1'b1: 1'b0;
assign out14 = ((sel == 5'd14)&&(en==1'b1))? 1'b1: 1'b0;
assign out15 = ((sel == 5'd15)&&(en==1'b1))? 1'b1: 1'b0;
assign out16 = ((sel == 5'd16)&&(en==1'b1))? 1'b1: 1'b0;
assign out17 = ((sel == 5'd17)&&(en==1'b1))? 1'b1: 1'b0;
assign out18 = ((sel == 5'd18)&&(en==1'b1))? 1'b1: 1'b0;
assign out19 = ((sel == 5'd19)&&(en==1'b1))? 1'b1: 1'b0;
assign out20 = ((sel == 5'd20)&&(en==1'b1))? 1'b1: 1'b0;
assign out21 = ((sel == 5'd21)&&(en==1'b1))? 1'b1: 1'b0;
assign out22 = ((sel == 5'd22)&&(en==1'b1))? 1'b1: 1'b0;
assign out23 = ((sel == 5'd23)&&(en==1'b1))? 1'b1: 1'b0;
assign out24 = ((sel == 5'd24)&&(en==1'b1))? 1'b1: 1'b0;
assign out25 = ((sel == 5'd25)&&(en==1'b1))? 1'b1: 1'b0;
assign out26 = ((sel == 5'd26)&&(en==1'b1))? 1'b1: 1'b0;
assign out27 = ((sel == 5'd27)&&(en==1'b1))? 1'b1: 1'b0;
assign out28 = ((sel == 5'd28)&&(en==1'b1))? 1'b1: 1'b0;
assign out29 = ((sel == 5'd29)&&(en==1'b1))? 1'b1: 1'b0;
assign out30 = ((sel == 5'd30)&&(en==1'b1))? 1'b1: 1'b0;
assign out31 = ((sel == 5'd31)&&(en==1'b1))? 1'b1: 1'b0;
endmodule
### ./config.mk
export PLATFORM = sky130hd
export DESIGN_NAME = RegisterFile
export DESIGN_NICKNAME = RegisterFile
export VERILOG_FILES = /design/flow/design.v
export SDC_FILE = /design/flow/constraint.sdc
export NUM_CORES = 4
export LEC_CHECK = 1
export CORE_UTILIZATION = 50
### ./constraint.sdc
current_design RegisterFile

set clk_period 7.1
set clk_io_pct 0.2

create_clock -name clk0 -period $clk_period [get_ports {clk}]

set non_clock_inputs [all_inputs -no_clocks]
set_input_delay [expr $clk_period * $clk_io_pct] -clock clk0 $non_clock_inputs
set_output_delay [expr $clk_period * $clk_io_pct] -clock clk0 [all_outputs]
### ./run.sh
#!/bin/bash
# OpenROAD 26Q1-2900-gdf79404cd8, Yosys 0.63+post, stock flow scripts
make -C /OpenROAD-flow-scripts/flow DESIGN_CONFIG=/design/flow/config.mk WORK_HOME=/design/flow/orfs finish
==> impl_metrics.toml <==
# implementation run metrics
[drt]
via_per_inst = 7.66
drt_wl_total_um = 246000
drt-initial-drc-count = 5695
drc = 0
route.vias.total = 43563
dr.pass1.iters = 7
routedWlPerCell_um = 43.2
antenna_left = 0

[worst_setup_path]
path_class = "primary input to output port"
rr_startpoint = "Regs.R3_31[6].R.Q[17]"
crit_arrival_ns = 5.42
crit_path_max_incr_delay_ns = 0.93
cp.required_ns = 5.68
cp_max_fo = 17
cp-start-kind = "primary input"
critPathSlowestCell = "and2_2"
cp-end-kind = "output port"
r2r_setup_slack_ns = 6.19
reg2reg_to = "Regs.R3_31[6].R.Q[17]"
crit_end = "rd2[10]"
path_cells = "clkdlybuf4s50_1, buf_4, and3b_2, and2_2, buf_4, a22oi_1, nand4_1, or4_1, clkdlybuf4s50_1"
startpoint = "A2[2]"
reg2regPathDepth = 1

[floorplan]
dieArea_um2 = 102000
rows = 116
core_um2 = 100000
io_pins = 114
die.size.y_um = 320
fp_util_pct = 50.5
fp.dieW_um = 320

[sta]
worst_pin_slew_ns = 1.22
fmax_ghz = 0.146
skew_ns = 0
period_used_pct = 96.4
rsz0062_at_grt = "no"
fin_crit_ns = 6.84
fin_hold_ws_ns = 0.521
finalSetupViolCount = 0
timing.final.hold_violations = 0
slew_headroom_pct = 17.9
finalMaxSlewViolations = 0

[synth]
async_flop_share_pct = 100
synth_warnings = 5
synth_stat.cells = 4256
ys_ff = 992
synth_area_per_cell_um2 = 11.9
ys_seq_share_pct = 49.2
edf_count = 0
yosys_most_used_dff = "dfrtp_1"
ys_area_um2 = 50500
synthCells = 4256
syn_area_um2 = 50500
synth_cell_types = 59

[place]
port_buffers = 113
place_inst = 5468
routabilityCongestion = 1.06
post_dp_cell_area_um2 = 54100
hpwl_um = 148000

[grt]
grt_pass1_vias = 42648
grt_first_pass_wirelength_um = 340000
grt_use_total_pct = 50.7
grt_start_max_net_pins = 129
antenna_found_initial = 20
grt_overflow = 0

[cts]
cts_tree = "built"
htreeDepth = 3
ctsHoldBuffers = 0
insertion_delay_ns = 0.71
post_cts_resized = 0
clockBufferDepth = 3
post_cts_buffers = 0
clk_pin_slew_ns = 0.06
root_buffer = "clkbuf_16"
clkSinkCount = 992
cts_buffers = 108

[power_and_ir_drop]
p_int_mw = 11.5
p_leak_nw = 26.8
switching_share_pct = 28.2
pwr-share-clk_pct = 37.4
p_per_area_nw_per_um2 = 278
switching_power_mw = 4.54
seqPwrFrac_pct = 48.6
vdd_ir_drop_max_v = 0.000225
comb_power_share_pct = 14.1

[layout]
seqCellArea_um2 = 24900
synthToLayoutAreaGrowth_pct = 14.6
stdcell_count = 5689
fillerInstances = 8134
stdcell_area_um2 = 57900
layout-drive-gt1-share_pct = 36.4
comb_area_um2 = 24100

[job]
cap_viol_max_count = 0
warnings = 42

[worst_hold_path]
hold_class = "flip-flop to flip-flop"
worstHoldPathCells = 1

[status]
status = "finished, final reports clean"
==> cell usage in the layout, fill, tap and decap left out, drive strengths merged, types with 3 or more instances in the layout <==
master / Yosys / routed
mux2: 1001 / 1001
dfrtp: 964 / 964
a22oi: 570 / 570
and3: 423 / 423
buf: 92 / 272
nand3: 191 / 191
clkbuf: 378 / 160
a2111oi: 140 / 140
clkdlybuf4s50: 0 / 112
nand4: 82 / 82
or4: 63 / 63
and2: 52 / 52
nand2: 49 / 49
nor2: 39 / 39
a32oi: 31 / 31
dfstp: 28 / 28
a222oi: 27 / 27
clkinv: 0 / 27
diode: 0 / 17
mux2i: 16 / 16
bufinv: 0 / 12
nor2b: 12 / 12
a21oi: 11 / 11
nor3b: 11 / 11
nor3: 10 / 10
a22o: 7 / 7
nand3b: 6 / 6
nand2b: 6 / 6
and3b: 6 / 6
inv: 3 / 5
o21ai: 4 / 4
a221oi: 4 / 4
a31oi: 3 / 3
clkinvlp: 0 / 3
==> cell usage after synthesis (all sizes together), types with 2 or more instances <==
cell type / n / share of area (%)
nor4: 2 / 0.025
nand4: 82 / 1.0
and3b: 6 / 0.11
and2: 52 / 0.66
nor4b: 2 / 0.035
a32o: 2 / 0.040
a22oi: 570 / 8.5
o22a: 2 / 0.035
nand3b: 6 / 0.089
inv: 3 / 0.022
a2111oi: 140 / 2.9
nor2: 39 / 0.29
and3: 423 / 5.2
o22ai: 2 / 0.025
mux2i: 16 / 0.32
and4: 2 / 0.035
nand2: 49 / 0.36
mux2: 1001 / 22
clkbuf: 378 / 2.8
a221oi: 4 / 0.069
o21ai: 4 / 0.040
nor3b: 11 / 0.16
nor2b: 12 / 0.15
dfrtp: 964 / 48
a221o: 2 / 0.040
a21oi: 11 / 0.11
a31oi: 3 / 0.037
dfstp: 28 / 1.5
nor3: 10 / 0.099
buf: 92 / 0.92
or4: 63 / 0.94
nand2b: 6 / 0.074
a222oi: 27 / 0.54
a22o: 7 / 0.12
nand3: 191 / 1.9
a32oi: 31 / 0.54
==> flip-flops by register name, indices dropped and copies added, names as in the netlist <==
| register | count |
|---|---|
| Regs.R3_31.R.Q | 928 |
| Regs.R0_1.R.Q | 32 |
| Regs.SP.Q | 32 |
==> layout make-up <==
| class | count | share of cell area, % |
|---|---|---|
| repair buffers | 384 | 6.02 |
| diodes | 17 | 0.0735 |
| multi-input cells | 2791 | 41.6 |
| flip-flops and latches | 992 | 43.0 |
| clock inverters | 44 | 0.984 |
| clock buffers | 160 | 5.50 |
| inverters | 3 | 0.0260 |
| well taps | 1298 | 2.81 |
==> power by group through the flow <==
stage | clock (mW) | combinational [mW] | sequential [mW]
after global routing | 6.23 | 2.39 | 7.91
final | 6.00 | 2.26 | 7.80
after CTS | 6.02 | 2.22 | 7.75
==> metrics by stage <==
step	setup TNS [ns]	util, %	setup WS (ns)	total power, mW
after floorplan	-7790.26	-	-7.96	8.91
after global placement	0	54.1	0.328	10.0
after detailed placement	0	54.1	0.464	10.0
after CTS	0	57.8	0.464	16.0
after global routing	0	57.8	0.286	16.5
final	0	57.9	0.257	16.1
==> critical path: cells and delay by family <==
| kind | cells | cell delay, ns |
|---|---|---|
| compound gates | 1 | 0.11 |
| simple gates | 4 | 1.86 |
| buf+inv | 4 | 1.99 |
==> routing by layer <==
metal	GRT usage [%]	up-vias	part of all wire [%]
met5	3.83	-	0.23
met4	29.4	25	7.8
met3	30.6	1174	17
met2	66.1	3795	40
met1	65.6	21998	35
li1	-	16571	-
==> worst min path at each step <==
stage | startpoint | end | slack [ns]
4_1_cts | Regs.SP.Q[0] | Regs.SP.Q[0] | 0.52
5_1_grt | Regs.R3_31[6].R.Q[27] | Regs.R3_31[6].R.Q[27] | 0.53
6_report | Regs.R3_31[21].R.Q[2] | Regs.R3_31[21].R.Q[2] | 0.52
==> logic make-up (layout without fill, tap and decap cells) <==
family | Yosys count | in the layout | share of synthesized area [%]
buffers and inverters | 473 | 591 | 3.75
AND-OR/OR-AND | 812 | 812 | 13.1
other | 0 | 17 | 0
flip-flops | 992 | 992 | 49.2
multiplexers | 1018 | 1018 | 22.7
AND/OR/NAND/NOR | 961 | 961 | 11.3
No activity file was given, so power comes from the tool's default toggle rates.
