$ cat design/flow/config.mk
export PLATFORM = sky130hd
export DESIGN_NAME = UART
export DESIGN_NICKNAME = UART
export VERILOG_FILES = /design/flow/design.v
export SDC_FILE = /design/flow/constraint.sdc
export NUM_CORES = 4
export LEC_CHECK = 1
export CORE_UTILIZATION = 40
$ cat design/flow/constraint.sdc
current_design UART

set clk_period 1.8
set clk_io_pct 0.2

create_clock -name clk0 -period $clk_period [get_ports {clk}]

set non_clock_inputs [all_inputs -no_clocks]
set_input_delay [expr $clk_period * $clk_io_pct] -clock clk0 $non_clock_inputs
set_output_delay [expr $clk_period * $clk_io_pct] -clock clk0 [all_outputs]
$ cat design/flow/design.v
module Register #(parameter DATA_WIDTH=32)(
  input [(DATA_WIDTH-1):0] D,
  input [(DATA_WIDTH-1):0] dafault_D,
  input rst,
  input en,
  input clk,
  output reg [(DATA_WIDTH-1):0]Q
);
always @ (posedge clk, posedge rst)
begin
  if(rst==1)begin
    Q<=dafault_D;
  end
  else if (en == 1) begin
    Q<=D;
  end
  else 
	 Q<=Q;
end
endmodule
module UART
(
input clk,
input rst,
input wrtEn,
input addr,
input [31:0] TxData,
input SerialIn,
output [31:0] ReadReg,
output SerialOut
);
wire [31:0] TxRegD, RxRegD;
wire [7:0] TxBits31_24, RxData;
wire TxBusy, TxBit0, RegEn, Txfinish, UARTwrt, RxFinish,RxBusy, clrRxFin;
assign TxBit0 = (Txfinish == 1'b1)? 1'b0:TxData[0];
assign RegEn = wrtEn | UARTwrt;
assign TxBits31_24 = (TxBusy == 1'b1)? 8'b0: TxData[31:24]; 
assign ReadReg = (addr == 1'b0)? TxRegD: RxRegD;
Register #(.DATA_WIDTH(32)) TXReg(
.D({TxBits31_24,{22{1'b0}},TxBusy,TxBit0}),
.dafault_D(32'h0000_0000),
.rst(rst),
.en(RegEn),
.clk(clk),
.Q(TxRegD)
);
assign clrRxFin = RxFinish | (RxRegD[9] & ((addr == 1'b1 && wrtEn == 1'b1)? 1'b0: 1'b1));
Register #(.DATA_WIDTH(32)) RXReg(
.D({{22{1'b0}},clrRxFin,RxBusy,RxData}),
.dafault_D(32'h0000_0000),
.rst(rst),
.en(1'b1),
.clk(clk),
.Q(RxRegD)
);
UART_TX TX(
	.clk(clk),
	.n_rst(rst),
	.data(TxRegD[31:24]),
	.btn_tx(TxRegD[0]),
   .tx_line(SerialOut),
	.wb(UARTwrt),
	.busy(TxBusy),
	.finish(Txfinish)
);
UART_RX RX(
.clk(clk),
.n_rst(rst),
.rx_line(SerialIn),
.data(RxData),
.finish(RxFinish),
.busy(RxBusy)
);
endmodule
`timescale 1ns / 1ps
module Bit_Rate_Pulse
 # (parameter delay_counts = 11 ) 
    (input clk,
    input rst,
    input enable,
    output end_bit_time
    );
 reg [12:0]count ;  
assign end_bit_time = (delay_counts - 1'b1 ==count)?1'b1:1'b0;
always @(posedge rst, posedge clk)
    begin
        if (rst)
            count <= 13'b0;
        else 
            if (enable)
                if (end_bit_time)
                         count <= 13'b0;
                else 
                        count <= count + 13'b1;
             else
                count <= count;
     end
endmodule
`timescale 1ns / 1ps
module Counter_Param
 # (parameter n = 8)
(
    input clk,
    input rst,
    input enable,
    output reg [n-1:0] Q
    );
wire [n-1:0] NxtQ;
assign NxtQ = Q + 1'b1;
always @(posedge rst, posedge clk) 
    begin
        if (rst)
            Q <= {n{1'b0}};
        else
            if (enable)
                Q <= NxtQ;
            else
                Q <= Q;
    end 
endmodule
`timescale 1ns / 1ps
module FF_D_2enable(
    input clk,
    input rst,
    input en0,
	 input en1,
    input d0,
	 input d1,
    output reg q
    );
always @(posedge rst, posedge clk)  
    begin
        if(rst)
            q <= 1'b1;
        else
            if(en0)
                q <= d0;
            else if (en1)
				    q <= d1;
				else
                q <= q;
end
endmodule
`timescale 1ns / 1ps
module FF_D_enable(
    input clk,
    input rst,
    input enable,
    input d,
    output reg q
    );
always @(posedge rst, posedge clk)  
    begin
        if(rst)
            q <= 1'b0;
        else
            if(enable)
                q <= d;
            else
                q <= q;
end
endmodule
`timescale 1ns / 1ps
module FSM_UART_rx(
	input rx,
	input clk,
	input rst,
	input end_bit_time_t,  
	input [3:0] Rx_bit_Count,  
	output reg bit_counter_en_rx,  
	output reg bit_shift_en_rx,  
	output reg bit_WAIT_RX,  
	output reg rst_WAIT_RX,  
	output reg rst_bit_counter_rx,  
	output reg finish,
	output reg busy
);
localparam INI_R		= 3'b000;
localparam START_R	= 3'b001;
localparam WAIT_RX	= 3'b010;
localparam RESET_TIM	= 3'b011;
localparam RX_BITS	= 3'b100;
localparam STOP		= 3'b101;
reg [2:0] Rx_state;
reg samp;
wire So;
always @(posedge rst, posedge clk)
	begin
		if (rst) 
		begin
			Rx_state<= INI_R;
		end
		else
		case (Rx_state)
				INI_R: 		
					if (rx==0)
						Rx_state <= START_R;
				START_R:		
					Rx_state <= WAIT_RX;
				RX_BITS:	
					if (Rx_bit_Count == 4'b1010)
						Rx_state <= STOP;
					else
						Rx_state <= WAIT_RX;
				WAIT_RX:	
					if (end_bit_time_t)	
						if (So == 4'b0)
						begin
							Rx_state <= RX_BITS;
						end
						else
						begin
							Rx_state <= RESET_TIM;
						end
					else
						Rx_state <= WAIT_RX;
				RESET_TIM:
						Rx_state <= WAIT_RX;		
				STOP:		
					Rx_state <= INI_R;
				default:		
					Rx_state <= INI_R;
		endcase
	end
always @(Rx_state)
	begin
				case(Rx_state)
				INI_R: 	
					begin
						bit_counter_en_rx = 1'b0;
						rst_bit_counter_rx = 1'b0;
						bit_shift_en_rx = 1'b0;
						bit_WAIT_RX = 1'b0;
						rst_WAIT_RX = 1'b0;
		            busy = 1'b0;				
						finish = 1'b0;
						samp = 1'b0;
					end
				START_R: 	
					begin
						bit_counter_en_rx = 1'b0;
						rst_bit_counter_rx = 1'b1;
						bit_shift_en_rx = 1'b0;
						bit_WAIT_RX = 1'b0;
						rst_WAIT_RX = 1'b1;
		            busy = 1'b1;				
						finish = 1'b0;
						samp = 1'b0;
					end
				RX_BITS: 	
					begin
						bit_counter_en_rx = 1'b1;
						rst_bit_counter_rx = 1'b0;
						bit_shift_en_rx = 1'b1;
						bit_WAIT_RX = 1'b0;
						rst_WAIT_RX = 1'b1;
		            busy = 1'b1;				
						finish = 1'b0;
						samp = 1'b1;
					end
				WAIT_RX:
					begin
						bit_counter_en_rx = 1'b0;
						rst_bit_counter_rx = 1'b0;
						bit_shift_en_rx = 1'b0;
						bit_WAIT_RX = 1'b1;
						rst_WAIT_RX = 1'b0;
		            busy = 1'b1;				
						finish = 1'b0;
						samp = 1'b0;
					end
				RESET_TIM:
					begin
						bit_counter_en_rx = 1'b0;
						rst_bit_counter_rx = 1'b0;
						bit_shift_en_rx = 1'b0;
						bit_WAIT_RX = 1'b0;
						rst_WAIT_RX = 1'b1;
		            busy = 1'b1;				
						finish = 1'b0;
						samp = 1'b1;	
					end
				STOP: 	
					begin
						bit_counter_en_rx = 1'b0;
						rst_bit_counter_rx = 1'b1;
						bit_shift_en_rx = 1'b0;
						bit_WAIT_RX = 1'b0;
						rst_WAIT_RX = 1'b1;
		            busy = 1'b0;				
						finish = 1'b1;	
						samp = 1'b1;	
					end						
				default:
					begin
						bit_counter_en_rx = 1'b0;
						rst_bit_counter_rx = 1'b0;
						bit_shift_en_rx = 1'b0;
						bit_WAIT_RX = 1'b0;
						rst_WAIT_RX = 1'b0;
		            busy = 1'b0;				
						finish = 1'b0;	
						samp = 1'b0;	
					end
			endcase
	end
FF_D_enable Sampling(
.clk(clk),
.rst(rst),
.enable(samp),
.d(~So),
.q(So));
endmodule
`timescale 1ns / 1ps
module FSM_UART_tx(
    input tx,
    input clk,
    input rst,
    input end_bit_time_t,  
    input [3:0] Tx_bit_Count,  
	 output reg bit_counter_en_tx,  
	 output reg bit_enable_start,  
	 output reg bit_shift_en_tx,  
	 output reg bit_wait_tx,  
    output reg rst_wait_tx,  
    output reg rst_bit_counter_tx,  
	 output reg wb,
	 output reg finish,
	 output reg busy
    );
localparam INI_T		= 3'b000;
localparam START_T		= 3'b001;
localparam WAIT_TX	= 3'b011;
localparam TX_BITS_T	= 3'b010;
localparam STOP_T			= 3'b110;
reg [2:0] Tx_state;
always @(posedge rst, posedge clk)
	begin
		if (rst) 
			Tx_state<= INI_T;
		else 
		case (Tx_state)
				INI_T: 		if (tx)
								Tx_state <= START_T;
				START_T:		Tx_state <= WAIT_TX;
				TX_BITS_T:	if (Tx_bit_Count == 4'b1010)
								Tx_state <= STOP_T;
							else
								Tx_state <= WAIT_TX;
				WAIT_TX:	if (end_bit_time_t)	
								Tx_state <= TX_BITS_T;
							else
								Tx_state <= WAIT_TX;
				STOP_T:		Tx_state <= INI_T;
				default:		Tx_state <= INI_T;
		endcase
	end
always @(Tx_state)
	begin
				case(Tx_state)
				INI_T: 	
					begin
						bit_counter_en_tx = 1'b0;
						bit_enable_start = 1'b0;
						bit_shift_en_tx = 1'b0;
						bit_wait_tx = 1'b0;
						rst_wait_tx = 1'b0;
						rst_bit_counter_tx = 1'b0;
						wb = 1'b0;
		            busy = 1'b0;				
						finish = 1'b0;
					end
				START_T: 	
					begin
						bit_counter_en_tx = 1'b0;
						bit_enable_start = 1'b1;
						bit_shift_en_tx = 1'b0;
						bit_wait_tx = 1'b0;
						rst_wait_tx = 1'b1;
						rst_bit_counter_tx = 1'b1;	
						wb = 1'b1;	
		            busy = 1'b1;					
						finish = 1'b0;
					end
				TX_BITS_T: 	
					begin
						bit_counter_en_tx = 1'b1;
						bit_enable_start = 1'b0;
						bit_shift_en_tx = 1'b1;
						bit_wait_tx = 1'b0;
						rst_wait_tx = 1'b1;
						rst_bit_counter_tx = 1'b0;
						wb = 1'b0;		
		            busy = 1'b1;			
						finish = 1'b0;				
					end
				WAIT_TX:
					begin
						bit_counter_en_tx = 1'b0;
						bit_enable_start = 1'b0;
						bit_shift_en_tx = 1'b0;
						bit_wait_tx = 1'b1;
						rst_wait_tx = 1'b0;
						rst_bit_counter_tx = 1'b0;
						wb = 1'b0;		
		            busy = 1'b1;				
						finish = 1'b0;			
					end
				STOP_T: 	
					begin
						bit_counter_en_tx = 1'b0;
						bit_enable_start = 1'b0;
						bit_shift_en_tx = 1'b0;
						bit_wait_tx = 1'b0;
						rst_wait_tx = 1'b1;
						rst_bit_counter_tx = 1'b1;
						wb = 1'b1;		
		            busy = 1'b0;				
						finish = 1'b1;			
					end						
				default:
					begin
						bit_counter_en_tx = 1'b0;
						bit_enable_start = 1'b0;
						bit_shift_en_tx = 1'b0;
						bit_wait_tx = 1'b0;
						rst_wait_tx = 1'b0;
						rst_bit_counter_tx = 1'b0;
						wb = 1'b0;		
		            busy = 1'b0;				
						finish = 1'b0;			
					end
			endcase
	end
endmodule
module RXshift_register(
 input clk,
 input rst,
 input en_start,
 input ser_bit,
 output [7:0]Sw
);
wire [10:0] shift_bits;
assign shift_bits[10] = ser_bit;
assign Sw = shift_bits[7:0];
genvar gi;
generate 
  for(gi = 0; gi<10; gi = gi +1) 
  begin:FF_
    FF_D_enable FF(
    .clk(clk),
    .rst(rst),
    .enable(en_start),
    .d(shift_bits[gi+1]),
    .q(shift_bits[gi]));
  end
endgenerate
endmodule
module TXshift_register(
 input clk,
 input rst,
 input en_start,
 input en_shift,
 input [9:0]Sw,
 output ser_bit
);
wire [10:0] shift_bits;
assign shift_bits[0] = 1'b1;
assign ser_bit = shift_bits[10];
genvar gi;
generate 
  for(gi = 0; gi<10; gi = gi +1) 
  begin:FF_
    FF_D_2enable FF(
    .clk(clk),
    .rst(rst),
    .en0(en_start),
    .en1(en_shift),
    .d0(Sw[9-gi]),
    .d1(shift_bits[gi]),
    .q(shift_bits[gi+1]));
  end
endgenerate
endmodule
module UART_RX (
	input clk,
	input n_rst,
	input rx_line,
	output [7:0] data,
	output finish,
	output busy
);
wire endBit, EnBitCnt, ShiftEn, WaitEn, RstWait, RstBitCnt;
wire [3:0] BitCnt;
Bit_Rate_Pulse # (.delay_counts(2083) ) BR_pulse_rx ( 
.clk(clk), 
.rst(RstWait), 
.enable(WaitEn), 
.end_bit_time(endBit) 
);
FSM_UART_rx FSM_rx(
.rx(rx_line),
.clk(clk),
.rst(n_rst),
.end_bit_time_t(endBit),  
.Rx_bit_Count(BitCnt),  
.bit_counter_en_rx(EnBitCnt),  
.bit_shift_en_rx(ShiftEn),  
.bit_WAIT_RX(WaitEn),  
.rst_WAIT_RX(RstWait),  
.rst_bit_counter_rx(RstBitCnt),  
.finish(finish),
.busy(busy)
);
Counter_Param # (.n(4) ) Counter_bits_rx (
.clk(clk), 
.rst(RstBitCnt), 
.enable(EnBitCnt), 
.Q(BitCnt)    
);
RXshift_register SR(
 .clk(clk),
 .rst(n_rst),
 .en_start(ShiftEn),
 .Sw(data),
 .ser_bit(rx_line)
);
endmodule	
`timescale 1ns / 1ps
module UART_TX (
	input clk,
	input n_rst,
	input [7:0] data,
	input btn_tx,
	output tx_line,
	output wb,
	output finish,
	output busy
	);
wire parity_tx;
assign parity_tx = ^data;   
wire rst_bit_counter_tx, bit_counter_en_tx, rst_wait_tx, bit_wait_tx, end_bit_time, bit_enable_start, bit_shift_en_tx;
wire [3:0]count_bits_t;
Bit_Rate_Pulse # (.delay_counts(4167) ) BR_pulse_tx ( 
.clk(clk), 
.rst(rst_wait_tx), 
.enable(bit_wait_tx), 
.end_bit_time(end_bit_time) 
);
FSM_UART_tx FSM_tx(
.tx(btn_tx), 
.clk(clk), 
.rst(n_rst), 
.end_bit_time_t(end_bit_time), 
.Tx_bit_Count(count_bits_t), 
.bit_counter_en_tx(bit_counter_en_tx),
.bit_enable_start(bit_enable_start), 
.bit_shift_en_tx(bit_shift_en_tx), 
.bit_wait_tx(bit_wait_tx), 
.rst_wait_tx(rst_wait_tx), 
.rst_bit_counter_tx(rst_bit_counter_tx),
.wb(wb),
.finish(finish),
.busy(busy)
);
Counter_Param # (.n(4) ) Counter_bits_tx (
.clk(clk), 
.rst(rst_bit_counter_tx), 
.enable(bit_counter_en_tx), 
.Q(count_bits_t)    
);
TXshift_register SR(
 .clk(clk),
 .rst(n_rst),
 .en_start(bit_enable_start),
 .en_shift(bit_shift_en_tx),
 .Sw({parity_tx,data,1'b0}),
 .ser_bit(tx_line)
);
endmodule
$ cat design/flow/run.sh
#!/bin/bash
# OpenROAD 26Q1-2900-gdf79404cd8, Yosys 0.63+post, stock flow scripts
make -C /OpenROAD-flow-scripts/flow DESIGN_CONFIG=/design/flow/config.mk WORK_HOME=/design/flow/orfs finish
==> impl_metrics.yaml <==
# implementation run metrics
sta:
  setup_violations: 0
  timing.fmax_mhz: 573
  final.min_clock_period_ns: 1.74
  count_of_final_max_slew_check_failures: 0
  hold_viol_final: 0
  timing_worst_slew_pin_value_ns: 0.709
  worst_slew_margin_relative_to_its_limit_pct: 52.7
  clock_skew_ns: 0.00927
  rsz0062_at_grt: "yes"
  final_min_period_over_clock_period_pct: 96.9
global_routing:
  first_pass_grt_wire_length_um: 10600
  largest_net_degree_at_the_start_of_global_routing: 24
  gr-total-overflow: 0
  first_global_vias: 2266
  antenna_found_initial: 0
  track_usage_pct: 13.6
detailed_routing:
  antenna_violating_nets_post_route: 0
  route.detailed.vias_per_inst: 4.60
  drc: 0
  antenna_cells: 0
  vias: 2348
  detail_route.first_pass.iterations: 4
  route.final.wire_length_um: 6030
  routedWlPerCell_um: 11.8
  initialDrtViolationCount: 67
layout:
  final_core_density_pct: 50.0
  filler_cell_count: 841
  flow.area_growth_from_synthesis_pct: 20.9
  post_layout_nonfiller_instances: 510
  layout.cells.most_common_list: "dfrtp_1, clkdlybuf4s50_1, nand2_1, xnor2_1, nor2_1"
  final_layout_top_logic_cell: "dfrtp_1"
  drive_above_1_share_pct: 19.4
die:
  floorplan.core_util_pct: 41.4
  placeableCoreArea_um2: 9240
  die_width_um: 99.8
  cell_rows: 35
  ios: 70
  dieArea_um2: 9960
  die_y_um: 99.8
worst_hold_path:
  timing.hold.worst.class: "in2async"
critical_path:
  r2r_cells: 6
  critical_path.max_fanout: 4
  critPathMaxStageDelay_ns: 0.48
  reg2reg_setup_slack_ns: 0.25
  reg_to_reg_endpoint: "TX.BR_pulse_tx.count[6]$_DFFE_PP0P_"
  crit_required_ns: 1.44
  critical_path.endpoint_type: "output port"
  crit_chain: "nor2b_1 -> clkdlybuf4s50_1"
  cp_top_family: "buffers and inverters"
  critical_path_buf_inv_count: 1
  arrival_ns: 1.38
  timing.setup.critical_path_class: "reg2out"
  startpoint_type_of_the_worst_setup_path: "flip-flop"
  rr_startpoint: "TX.BR_pulse_tx.count[0]$_DFFE_PP0P_"
  critical_path.startpoint: "TXReg.Q[25]$_DFFE_PP0P_"
  cpMaxStageDelayCell: "clkdlybuf4s50_1"
run:
  drv_cap: 0
  warning_count: 53
placement:
  dp.final_hpwl_um: 4170
  routability_congestion: 0.768
  placed_cells_incl_taps: 485
  numPortBuffers: 32
clock_tree:
  cts_tree: "done"
  cts_sinks: 86
  htree_levels: 3
  clk_latency_ns: 0.35
  cts-buffers-inserted: 9
  clock-root-buffer: "clkbuf_8"
  clk_pin_slew_worst_paths_ns: 0.09
  maximum_clock_insertion_buffer_count: 2
synth:
  yosys_warnings: 9
  syn-mean-instance-area_um2: 11.7
  synth_cells: 326
  postSynthSeqShare_pct: 56.7
  mappedNetlistArea_um2: 3820
  yosys_area_um2: 3820
  synth-cells-yosys: 326
  numSynthFlops: 86
  synth_cell_types: 41
pwr:
  irDropWorstVdd_mv: 0.491
  power.density_nw_per_um2: 800
  leakagePower_uw: 0.00217
outcome:
  outcome: "finished, final reports clean"
## how the worst max path moves through the flow
stage,cells after the start,to
4_1_cts,2,ReadReg[27]
5_1_grt,2,ReadReg[29]
6_report,2,ReadReg[25]
## logic make-up after synthesis
family / share of synthesized area [%]
AND-OR/OR-AND: 5.04
XOR/XNOR: 8.24
adder cells (fa/ha/maj): 2.62
buffers and inverters: 5.10
flip-flops: 56.7
multiplexers: 5.82
other: 0.0980
AND/OR/NAND/NOR: 16.4
## layer usage
metal	global-route usage (%)	up-vias	share of wire, %
met5	0	-	0
met4	1.47	0	1.1
met3	2.97	6	3.1
met2	20.4	25	47
met1	21.9	1138	49
li1	-	1179	-
## cell usage after synthesis
cell type | count | area (µm²)
nand2b_1 | 2 | 12.5
nor2b_1 | 10 | 62.6
mux2_2 | 10 | 113
nand4_2 | 1 | 12.5
clkbuf_1 | 7 | 26.3
xor2_1 | 16 | 140
ha_1 | 8 | 100
nand3_1 | 6 | 30.0
nor2_2 | 1 | 6.26
or4_1 | 1 | 7.51
a21o_1 | 3 | 22.5
inv_1 | 11 | 41.3
nor2b_2 | 1 | 8.76
buf_2 | 3 | 15.0
buf_4 | 15 | 113
dfrtp_1 | 74 | 1850
xnor2_1 | 20 | 175
and4_1 | 3 | 26.3
nor4b_1 | 3 | 26.3
and3_1 | 6 | 37.5
nor4bb_1 | 2 | 20.0
a21oi_1 | 5 | 25.0
nand2_1 | 24 | 90.1
or2_4 | 1 | 8.76
nand3b_1 | 1 | 7.51
a22o_1 | 8 | 70.1
nor4_2 | 1 | 12.5
o21ai_0 | 12 | 60.1
conb_1 | 1 | 3.75
nor3_2 | 2 | 20.0
nand4_1 | 8 | 50.1
and2_1 | 11 | 68.8
nor3_1 | 3 | 15.0
nor2_1 | 17 | 63.8
nor4_1 | 2 | 12.5
nor3b_1 | 1 | 7.51
o22ai_1 | 1 | 6.26
mux2i_1 | 11 | 110
dfstp_2 | 12 | 315
o2bb2ai_1 | 1 | 8.76
nor4_4 | 1 | 21.3
## final cells by class
class	instances	area, µm²	area share (%)
clock buffer	9	124	2.68
clock inverter	7	104	2.25
inverter	11	41.3	0.893
multi-input combinational	217	1540	33.2
sequential	86	2170	46.9
tap	129	161	3.49
timing repair buffer	51	490	10.6
## state kept, by name, indices dropped and copies added, names as in the netlist, 5 cells and up
name,flops
TX.SR.FF_.FF.q,10
RXReg.Q,10
TX.FSM_tx.Tx_state,5
RX.BR_pulse_rx.count,13
TXReg.Q,10
RX.SR.FF_.FF.q,10
RX.FSM_rx.Rx_state,6
TX.BR_pulse_tx.count,13
## stage by stage
step | area (µm²) | hold WS, ns | total power, µW | worst slack (ns) | setup TNS (ns)
global route | 4620 | 0.296 | 3850 | -0.0135 | -0.0245
floorplan | 3880 | 0.240 | 2130 | 0.202 | 0
global placement | 4310 | 0.296 | 2200 | -0.182 | -2.31
finish | 4620 | 0.286 | 3700 | 0.0555 | 0
CTS | 4560 | 0.276 | 3740 | 0.000945 | 0
detailed placement | 4310 | 0.304 | 2200 | -0.199 | -2.42
## report_power, final
group,internal [µW],switching (µW),total (µW),leakage [µW]
logic,134,84.9,219,0.000933
clock network,801,709,1510,0.000115
registers,1950,16.6,1970,0.00112
## repair_timing
| action | 4_1_cts | 5_1_grt |
|---|---|---|
| cloned | 1 | 0 |
| resized | 3 | 8 |
| endpoints found under the setup margin | 18 | 9 |
| hold buffers | 0 | 0 |
| setup buffers | 2 | 6 |
Power and IR drop assume default switching activity.
